### design.v
module divide_by5(numer, quotient, remain);
    input [5:0] numer;
    output [2:0] quotient;
    output [3:0] remain;
    reg [2:0] quotient;
    reg [3:0] remain_bit3_bit2;
    assign remain = {remain_bit3_bit2, numer[1:0]};  
    always @(numer[5:2])  
    case(numer[5:2])
       0: begin quotient=0; remain_bit3_bit2=0; end
       1: begin quotient=0; remain_bit3_bit2=1; end
       2: begin quotient=0; remain_bit3_bit2=2; end
       3: begin quotient=1; remain_bit3_bit2=0; end
       4: begin quotient=1; remain_bit3_bit2=1; end
    endcase
endmodule
`timescale 1ns / 1ps
module noteC(clk, speaker, C);
    input C;
    input clk;
    output speaker;
    reg [27:0] tone;
    always @(posedge clk) tone <= tone+1;
    wire [4:0] fullnote = tone[27:22];
    wire [2:0] octave;
    wire [3:0] note;
    divide_by5 divby5(.numer(fullnote[4:0]), .quotient(octave), .remain(note));
    reg [8:0] clkdivider;
    always @(note)
    case(note)
        0: clkdivider = 431-1; 
        1: clkdivider = 431-1; 
        2: clkdivider = 431-1; 
        3: clkdivider = 431-1;  
        4: clkdivider = 431-1; 
        5: clkdivider = 431-1;  
        6: clkdivider = 431-1;
        7: clkdivider = 431-1;  
        8: clkdivider = 431-1; 
        9: clkdivider = 431-1; 
        10: clkdivider = 431-1; 
        11: clkdivider = 431-1; 
        12: clkdivider = 0;  
        13: clkdivider = 0;  
        14: clkdivider = 0;  
        15: clkdivider = 0;  
    endcase
    reg [8:0] counter_note;
    always @(posedge clk) 
        if(counter_note==0) 
        counter_note <= clkdivider; else counter_note <= counter_note-1;
    reg [10:0] counter_octave;
    always @(posedge clk)
    if(counter_note==0)
        begin
            if(counter_octave==0)
                counter_octave <= (octave==0?255:octave==1?255:octave==2?255:octave==3?255:octave==4?255:octave==5?255:octave==6?255:octave==7?255:octave==8?255:octave==9?255:255);
            else
                counter_octave <= counter_octave-1;
        end
    reg speaker;
    always @(posedge clk && C) 
        if(counter_note==0 && counter_octave==0) 
        speaker <= ~speaker;
endmodule
### run.sh
#!/bin/bash
# OpenROAD 26Q1-2900-gdf79404cd8, Yosys 0.63+post, stock flow scripts
make -C /OpenROAD-flow-scripts/flow DESIGN_CONFIG=/design/flow/config.mk WORK_HOME=/design/flow/orfs finish
### config.mk
export PLATFORM = sky130hd
export DESIGN_NAME = noteC
export DESIGN_NICKNAME = noteC
export VERILOG_FILES = /design/flow/design.v
export SDC_FILE = /design/flow/constraint.sdc
export NUM_CORES = 4
export LEC_CHECK = 1
export CORE_UTILIZATION = 40
### constraint.sdc
current_design noteC

set clk_period 4.4
set clk_io_pct 0.2

create_clock -name clk0 -period $clk_period [get_ports {clk}]

set non_clock_inputs [all_inputs -no_clocks]
set_input_delay [expr $clk_period * $clk_io_pct] -clock clk0 $non_clock_inputs
set_output_delay [expr $clk_period * $clk_io_pct] -clock clk0 [all_outputs]
==> GITHUB_STEP_SUMMARY <==
## Synthesis and layout report

| Metric | Value |
|---|---|
| Die W | `74.5 µm` |
| CP max FO | `1` |
| Die height | `74.5 µm` |
| Data arrival, critical path | `2940 ps` |
| Status | `complete, no violations` |
| PwrDens | `333 nW/µm²` |
| Gr usage total | `12.7%` |
| Peak supply drop | `0.173 mV` |
| Grt total ovfl | `0` |
| RSZ-0062 raised after global routing | `false` |
| Global routing's busiest layer | `met1` |
| Yosys cell count | `200` |
| Top Layout Cells | `dfxtp_1, xnor2_1, nand2_1` |
| Worst Path Required | `4590 ps` |
| Vias | `1359` |
| I/O Buffers | `2` |
| Slowest CP cell | `dlygate4sd3_1` |
| Global-route wire length before repair | `5350 µm` |
| CTS tree | `built` |
| Clk latency late pin | `390 ps` |
| Leakage power | `0.000863 µW` |
| I/O pins | `3` |
| Share of post-route cells with drive strength above 1 | `10.2%` |
| Flops & latches, synth | `50` |
| Worst Hold Class | `reg -> reg` |
| Met3 Track Usage GR | `5.08%` |
| Worst-Margin Slew | `561 ps` |
| Tool Warnings | `27` |
| Drt drc | `0` |
| Fillers | `477` |
| Distinct lib cells used | `35` |
| Final Max Tran Viols | `0` |
| P&R area growth vs syn | `13.4%` |
| Reg clk slew, reported paths | `80 ps` |
| Die Size | `5550 µm²` |
| DP HPWL | `1990 µm` |
| GRT met1 Usage | `18.8%` |
| Cell repeated most along the worst path | `dlygate4sd3_1` |
| Total negative slack | `0 ps` |
| Antenna-violating nets left | `0` |
| # rows | `26` |
| Hold buffers post-CTS | `3` |
| Cell family with most CP delay | `buffers and inverters` |
| Most numerous logic cell after layout | `dfxtp_1` |
| Initial DRT Pass Iterations | `4` |
| Synth Instances | `200` |
| Worst Path Buf+Inv | `4` |
| Register pins left without a clock | `2` |
| Maximum capacitance violations | `0` |
| Critical Path End Type | `clock gate` |
| Final hold vios | `0` |
| Slew margin rel. | `62.3%` |
| Slowest stage delay, CP | `540 ps` |
| Antenna Cells | `0` |
| FP Core Util | `41.4%` |
| Endpoints left unconstrained | `2` |
| YS chip area | `2100 µm²` |
| Routed length per instance | `10.6 µm` |
| GR Util met2 | `18.5%` |
| Clk_skew | `88.6 ps` |
| Initial antenna violation count | `0` |
| DR vias/cell | `4.75` |
| Yosys Warn Count | `3` |
| First DRT Iteration DRCs | `53` |
| Syn_area_per_cell | `10.5 µm²` |
| Largest net degree at the start of global routing | `14` |
| Worst Setup Path Type | `in -> gate` |
| Core area | `5070 µm²` |
| # setup viols final | `0` |
| Postcts setup bufs | `0` |
| Final wirelength | `3030 µm` |
| Synthesized cell area | `2100 µm²` |
| Gp weighted congestion | `0.778` |
| Startpoint Class | `input port` |
| Post-CTS sizing | `0` |
| Number of global-route vias before repair | `1268` |
| Tot Pwr | `792 µW` |
| CP Cell Sequence | `dlygate4sd3_1 > dlygate4sd3_1 > clkdlybuf4s50_1 > dlygate4sd3_1` |
through the flow:
step                cells  area (µm²)  setup slack, ps  utilization [%]  hold WS, ps
detailed placement    272        2210             2330             43.6         -930
global route          286        2380             1600             46.9          422
CTS                   286        2380             1660             46.9          408
finish                286        2380             1660             46.9          402
floorplan             200        2100             1820                -        -1320
global placement      272        2210             2360             43.6         -934
synth_stat cells:
master	instances	area share, %
nor4_4	2	2.0
and4_1	1	0.42
nor4_1	3	0.89
xor2_1	7	2.9
edfxtp_1	12	17
o21a_1	1	0.36
or4b_1	1	0.48
o31ai_1	1	0.36
or3_1	2	0.60
or2_2	1	0.30
a21oi_1	8	1.9
or3_2	1	0.36
o21ai_0	1	0.24
ha_1	4	2.4
dfxtp_1	36	34
xnor2_1	26	11
nor3b_1	1	0.36
and3_1	7	2.1
nor3_1	4	0.95
nand2b_1	3	0.89
nor2_1	17	3.0
or4_1	2	0.71
dlxtn_1	2	1.4
o22a_1	1	0.42
inv_1	7	1.3
mux2_2	3	1.6
and3_2	1	0.36
or3_4	1	0.54
nand3_1	14	3.3
nor3_4	1	0.77
nand2_1	18	3.2
and2_1	2	0.60
buf_2	1	0.24
a31oi_2	1	0.60
nand4_1	7	2.1
worst register-to-register path: cells and delay by family, from the launching register on:
family / cells / cell delay [ps]
simple gates: 3 / 1010
fa+ha+maj: 1 / 190
flops: 1 / 330
buf+inv: 2 / 290
layer usage:
layer  vias up  routed length [µm]
li1        727                   -
met1       614                1620
met5         -                   0
met3         6                 148
met4         0                  43
met2        12                1230
report_power, final:
group | internal, µW | total, µW | switching, µW
registers | 444 | 444 | 0
logic | 2.49 | 2.88 | 0.397
clock network | 203 | 345 | 142
total | 650 | 792 | 142
cell type report:
cell class | count | area [µm²] | share of cell area, %
Clock buffer | 11 | 141 | 5.93
Inverter | 7 | 26.3 | 1.10
Multi-Input combinational cell | 142 | 958 | 40.2
Sequential cell | 50 | 1110 | 46.6
Tap cell | 70 | 87.6 | 3.68
Timing Repair Buffer | 6 | 57.6 | 2.42
state kept, by name (all words and copies together), names as in the netlist:
register                 cells
tone                        27
counter_octave              11
counter_note                 9
divby5.remain_bit3_bit2      2
speaker                      1
worst paths after layout:
check / start / endpoint / slack, ps / cells after the start
min in group gated: C / clock gate / 500 / 4
min reg2reg: tone[0]$_DFF_P_ / tone[0]$_DFF_P_ / 400 / 1
max in group clk0: counter_note[0]$_SDFF_PP0_ / speaker$_DFFE_PP_ / 2200 / 6
max: C / clock gate / 1660 / 4
min: tone[0]$_DFF_P_ / tone[0]$_DFF_P_ / 400 / 1
max reg2reg: counter_note[0]$_SDFF_PP0_ / speaker$_DFFE_PP_ / 2200 / 6
cells by family after synthesis:
logic type	synth area share (%)
compound gates	3.87
xor+xnor	13.8
fa+ha+maj	2.38
buf+inv	1.49
flops	51.5
latches	1.43
mux	1.61
simple gates	24.0
Power is estimated from default activity; no workload was simulated.

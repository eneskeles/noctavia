<file path="/design/flow/config.mk">
export PLATFORM = sky130hd
export DESIGN_NAME = noteD
export DESIGN_NICKNAME = noteD
export VERILOG_FILES = /design/flow/design.v
export SDC_FILE = /design/flow/constraint.sdc
export NUM_CORES = 4
export LEC_CHECK = 1
export CORE_UTILIZATION = 40
</file>
<file path="/design/flow/constraint.sdc">
current_design noteD

set clk_period 4.4
set clk_io_pct 0.2

create_clock -name clk0 -period $clk_period [get_ports {clk}]

set non_clock_inputs [all_inputs -no_clocks]
set_input_delay [expr $clk_period * $clk_io_pct] -clock clk0 $non_clock_inputs
set_output_delay [expr $clk_period * $clk_io_pct] -clock clk0 [all_outputs]
</file>
<file path="/design/flow/run.sh">
#!/bin/bash
# OpenROAD 26Q1-2900-gdf79404cd8, Yosys 0.63+post, stock flow scripts
make -C /OpenROAD-flow-scripts/flow DESIGN_CONFIG=/design/flow/config.mk WORK_HOME=/design/flow/orfs finish
</file>
<file path="/design/flow/design.v">
module divide_by5(numer, quotient, remain);
    input [5:0] numer;
    output [2:0] quotient;
    output [3:0] remain;
    reg [2:0] quotient;
    reg [3:0] remain_bit3_bit2;
    assign remain = {remain_bit3_bit2, numer[1:0]};  
    always @(numer[5:2])  
    case(numer[5:2])
       0: begin quotient=0; remain_bit3_bit2=0; end
       1: begin quotient=0; remain_bit3_bit2=1; end
       2: begin quotient=0; remain_bit3_bit2=2; end
       3: begin quotient=1; remain_bit3_bit2=0; end
       4: begin quotient=1; remain_bit3_bit2=1; end
    endcase
endmodule
`timescale 1ns / 1ps
module noteD(clk, speaker, D);
    input D;
    input clk;
    output speaker;
    reg [27:0] tone;
    always @(posedge clk) tone <= tone+1;
    wire [4:0] fullnote = tone[27:22];
    wire [2:0] octave;
    wire [3:0] note;
    divide_by5 divby5(.numer(fullnote[4:0]), .quotient(octave), .remain(note));
    reg [8:0] clkdivider;
    always @(note)
    case(note)
        0: clkdivider =  384-1; 
        1: clkdivider =  384-1; 
        2: clkdivider =  384-1; 
        3: clkdivider =  384-1;  
        4: clkdivider =  384-1; 
        5: clkdivider =  384-1;  
        6: clkdivider =  384-1;
        7: clkdivider =  384-1;  
        8: clkdivider =  384-1; 
        9: clkdivider =  384-1; 
        10: clkdivider =  384-1; 
        11: clkdivider =  384-1; 
        12: clkdivider = 0;  
        13: clkdivider = 0;  
        14: clkdivider = 0;  
        15: clkdivider = 0;  
    endcase
    reg [8:0] counter_note;
    always @(posedge clk) 
        if(counter_note==0) 
        counter_note <= clkdivider; else counter_note <= counter_note-1;
    reg [10:0] counter_octave;
    always @(posedge clk)
    if(counter_note==0)
        begin
            if(counter_octave==0)
                counter_octave <= (octave==0?255:octave==1?255:octave==2?255:octave==3?255:octave==4?255:octave==5?255:octave==6?255:octave==7?255:octave==8?255:octave==9?255:255);
            else
                counter_octave <= counter_octave-1;
        end
    reg speaker;
    always @(posedge clk && D) 
        if(counter_note==0 && counter_octave==0) 
        speaker <= ~speaker;
endmodule
</file>
==> impl_metrics.csv <==
group,metric,value,unit
logic_synthesis,synth.cell_area,2112,µm²
setup_path,worstSetupStartpointType,"primary input",
logic_synthesis,top_cells_by_area,"dfxtp_1 (34%), edfxtp_1 (17%), xnor2_1 (10%)",
detailed_routing,wl_per_cell,11.10,µm
detailed_routing,via_per_inst,4.753,
floorplan,coreArea,5107,µm²
setup_path,cp_common_cell,"dlygate4sd3_1",
logic_synthesis,top_area_cell,"dfxtp_1",
detailed_routing,met2_wirelength,1321,µm
timing,setup_violations,0,
timing,untimed_endpoints,2,
final_layout,seq_area,1111,µm²
pwr,powerDensity,322.6,nW/µm²
timing,worstMarginPinSlew,0.8714,ns
final_layout,nFillCells,487,
detailed_routing,wl_met3,120,µm
floorplan,die_x,74.67,µm
detailed_routing,drcViolationCount,0,
detailed_routing,dr_total_vias,1369,
global_route,grt_overflow,0,
detailed_routing,maxUsedRoutingLayer,"met4",
global_route,grt_pass1_vias,1294,
setup_path,cp_slowest_cell,"dlygate4sd3_1",
clocking,post_cts_resized,0,
setup_path,path_cells,"dlygate4sd3_1, dlygate4sd3_1, clkdlybuf4s50_1, dlygate4sd3_1",
setup_path,cp_top_family,"buffers and inverters",
timing,finalHoldViolations,0,
floorplan,die_h,74.67,µm
detailed_routing,num_antenna_cells,0,
setup_path,worst-path-buf-inv,4,
timing,unclocked_pins,2,
status,status,"complete, no violations",
detailed_routing,first_pass_iters,4,
min_path,hold_path.class,"flop to flop",
clocking,post_cts_buffers,0,
flow_run,warnings,27,
clocking,clock.latency.late_pin,0.40,ns
pwr,leakage,0.8365,nW
detailed_routing,ant_nets,0,
logic_synthesis,async_flop_share,0,%
place,place_congestion,0.7893,
setup_path,crit_type,"primary input to clock gate",
detailed_routing,drt_iter0_drc,47,
place,place_area,2205,µm²
floorplan,rows,26,
logic_synthesis,ys_area,2112,µm²
logic_synthesis,syn_inst,204,
setup_path,cp.arrival,2.97,ns
global_route,grt_use_total,13.50,%
logic_synthesis,synth_cell_types,33,
setup_path,worstPathMaxFanout,1,
setup_path,critPathMaxStageDelay,0.55,ns
global_route,grt_max_degree,15,
timing,setup_tns,0,ns
setup_path,critPathRequiredTime,4.60,ns
logic_synthesis,ys.flops,50,
place,hpwl,2091,µm
timing,slew_headroom,41.47,%
detailed_routing,wl_met1,1710,µm
logic_synthesis,ff_type,"dfxtp_1",
place,port_buffers,2,
logic_synthesis,yosys-stat-cells,204,
timing,fin_skew,0.09365,ns
logic_synthesis,edf_count,12,
final_layout,drive_gt1_share,7.339,%
logic_synthesis,top_area_share,34.12,%
floorplan,fp_util,41.35,%
detailed_routing,wl,3196,µm
pwr,peakVddDrop,0.0001930,V
final_layout,area_growth,11.55,%
floorplan,dieArea,5575,µm²
clocking,clk_pin_slew,0.07,ns
clocking,cts_tree,"done",
setup_path,crit_path_end_kind,"clock gate",
flow_run,maxCapViolations,0,
logic_synthesis,most_common_cell,"dfxtp_1",
timing,rsz0062_at_grt,"no",
logic_synthesis,synth.avg_cell_area,10.35,µm²
logic_synthesis,yosysWarnings,3,
final_layout,finish.instance_area,2356,µm²
final_layout,comb_area,955.9,µm²
global_route,antenna_found_initial,0,
logic_synthesis,synthTopCellsByCount,"dfxtp_1 (36), xnor2_1 (25), nor2_1 (17)",
global_route,grt_pass1_wl,5630,µm
floorplan,ioPinCount,3,
timing,slew_viol_final,0,
==> repair_timing <==
item | in CTS | in global routing
hold endpoints to repair | 1 | 0
hold buffers | 3 | 0
setup endpoints to repair | 0 | 0
==> metal layers <==
metal | GRT usage, % | up-vias
li1 | - | 735
met2 | 19.22 | 16
met4 | 2.306 | 0
met1 | 20.65 | 614
met3 | 5.156 | 4
met5 | 0 | -
==> area by class of cell <==
type | instances | area share (%)
Clock buffer | 11 | 5.151
Inverter | 8 | 1.275
Multi-Input combinational cell | 144 | 40.57
Sequential cell | 50 | 47.16
Tap cell | 70 | 3.717
Timing Repair Buffer | 5 | 2.124
==> path summary, 6_finish.rpt <==
kind                                               from           endpoint  slack, ns  cells past startpoint
worst max-delay path                                  D         clock gate       1.63                      4
worst min-delay path                    tone[0]$_DFF_P_    tone[0]$_DFF_P_       0.42                      1
worst max register to register  counter_note[5]$_DFF_P_  speaker$_DFFE_PP_       2.04                      3
worst min register to register          tone[0]$_DFF_P_    tone[0]$_DFF_P_       0.42                      1
max in group clk0               counter_note[5]$_DFF_P_  speaker$_DFFE_PP_       2.04                      3
min in group gated                                    D         clock gate       0.53                      4
==> power breakdown <==
part / total, mW / leakage [nW] / switching, mW / internal (mW)
logic: 0.00300 / 0.328 / 0.000505 / 0.00250
clock network: 0.313 / 0.0637 / 0.140 / 0.173
registers: 0.444 / 0.445 / 0 / 0.444
total: 0.760 / 0.837 / 0.140 / 0.620
==> cells in the final DEF (no fill, tap or decap), types with 2 or more instances in the layout <==
| master | synthesis | final |
|---|---|---|
| dfxtp_1 | 36 | 36 |
| xnor2_1 | 25 | 25 |
| nor2_1 | 17 | 17 |
| nand2_1 | 16 | 16 |
| nand3_1 | 12 | 12 |
| edfxtp_1 | 12 | 12 |
| nand4_1 | 10 | 10 |
| xor2_1 | 9 | 9 |
| a21oi_1 | 9 | 9 |
| inv_1 | 8 | 8 |
| nor3_1 | 8 | 8 |
| clkbuf_8 | 0 | 8 |
| and3_1 | 5 | 5 |
| nand2b_1 | 5 | 5 |
| ha_1 | 4 | 4 |
| and2_1 | 3 | 3 |
| nor4_1 | 3 | 3 |
| mux2_2 | 3 | 3 |
| clkbuf_1 | 1 | 3 |
| dlygate4sd3_1 | 0 | 3 |
| nor4_4 | 2 | 2 |
| or3_1 | 2 | 2 |
| dlxtn_1 | 2 | 2 |
| clkdlybuf4s50_1 | 0 | 2 |
==> kinds of logic after synthesis <==
| group | synth area share (%) |
|---|---|
| AND-OR/OR-AND | 3.140 |
| XOR/XNOR | 14.10 |
| adder cells (fa/ha/maj) | 2.370 |
| buffers and inverters | 2.133 |
| flip-flops | 51.18 |
| latches | 1.422 |
| multiplexers | 1.599 |
| AND/OR/NAND/NOR | 24.05 |
==> worst register-to-register path: stages, from the launching register on <==
cell and delay (ns):
dfxtp_1 0.34, or4_4 0.57, nor4_4 0.75, and3_2 0.33
==> through the flow <==
stage	cells	hold WS (ns)	power (mW)	util, %	setup slack [ns]
global placement	274	-0.9174	0.4584	43.17	2.173
CTS	288	0.4227	0.7758	46.13	1.636
floorplan	204	-1.320	0.4575	-	2.375
finish	288	0.4209	0.7601	46.13	1.627
global route	288	0.4408	0.7968	46.13	1.574
detailed placement	274	-0.9159	0.4584	43.17	2.139
==> state kept, by name, summed over array words and instances, names as in the netlist <==
name                     cells
tone                        27
counter_octave              11
counter_note                 9
divby5.remain_bit3_bit2      2
speaker                      1
Power and IR drop assume default switching activity.
